==> design/flow/config.mk <==
export PLATFORM = sky130hd
export DESIGN_NAME = seq_detect_1011
export DESIGN_NICKNAME = seq_detect_1011
export VERILOG_FILES = /design/flow/design.v
export SDC_FILE = /design/flow/constraint.sdc
export NUM_CORES = 4
export LEC_CHECK = 1
export CORE_AREA = 10 10 70 70
export DIE_AREA = 0 0 80 80
==> design/flow/constraint.sdc <==
current_design seq_detect_1011

set clk_period 1.0
set clk_io_pct 0.2

create_clock -name clk0 -period $clk_period [get_ports {clk}]

set non_clock_inputs [all_inputs -no_clocks]
set_input_delay [expr $clk_period * $clk_io_pct] -clock clk0 $non_clock_inputs
set_output_delay [expr $clk_period * $clk_io_pct] -clock clk0 [all_outputs]
==> design/flow/design.v <==
module seq_detect_1011(seq_seen, inp_bit, reset, clk);
  output seq_seen;
  input inp_bit;
  input reset;
  input clk;
  parameter IDLE = 0,
            SEQ_1 = 1,
            SEQ_10 = 2,
            SEQ_101 = 3,
            SEQ_1011 = 4;
  reg [2:0] current_state, next_state;
  assign seq_seen = current_state == SEQ_1011 ? 1 : 0;
  always @(posedge clk)
  begin
    if(reset)
    begin
      current_state <= IDLE;
    end
    else
    begin
      current_state <= next_state;
    end
  end
  always @(inp_bit or current_state)
  begin
    case(current_state)
      IDLE:
      begin
        if(inp_bit == 1)
          next_state = SEQ_1;
        else
          next_state = IDLE;
      end
      SEQ_1:
      begin
        if(inp_bit == 1)
          next_state = IDLE;
        else
          next_state = SEQ_10;
      end
      SEQ_10:
      begin
        if(inp_bit == 1)
          next_state = SEQ_101;
        else
          next_state = IDLE;
      end
      SEQ_101:
      begin
        if(inp_bit == 1)
          next_state = SEQ_1011;
        else
          next_state = IDLE;
      end
      SEQ_1011:
      begin
        next_state = IDLE;
      end
    endcase
  end
endmodule
==> design/flow/run.sh <==
#!/bin/bash
# OpenROAD 26Q1-2900-gdf79404cd8, Yosys 0.63+post, stock flow scripts
make -C /OpenROAD-flow-scripts/flow DESIGN_CONFIG=/design/flow/config.mk WORK_HOME=/design/flow/orfs finish
==> impl_metrics.csv <==
group,metric,value,unit
sta,hold_violations,0,
sta,period_needed,1116,ps
routing,dr_total_vias,164,
hold_path,hold_depth,2,
place,place_hpwl,342.8,µm
grt,grt_max_degree,5,
grt,first_global_vias,155,
pwr,p_leak,0.1334,nW
outcome,violations,"setup timing",
synthesis,yosysCellCount,17,
clocking,h-tree-depth,1,
finish,syn_to_final_growth,88.89,%
clocking,clk_root_buffer_cell,"clkbuf_4",
setup_path,worstSetupStartpointType,"flip-flop",
synthesis,ys_types,9,
sta,worst_slack,-115.9,ps
sta,hold_slack,561.4,ps
grt,grt.overflow.total,0,
hold_path,hold_end,"current_state[2]",
place,place.gp.congestion,0.7039,
run,warning_count,27,
synthesis,postSynthAreaPerCell,10.60,µm²
sta,fin_crit_sh,111.6,%
floorplan,fp_util,5.275,%
finish,mostFrequentLayoutCell,"buf_4",
routing,routed_wl,471,µm
routing,routedWlPerCell,6.280,µm
setup_path,critical_path_class,"reg2out",
sta,grt_setup_unrepaired,"yes",
finish,final_area,340.3,µm²
routing,drc,0,
grt,antenna_found_initial,0,
floorplan,num_rows,21,
synthesis,simple_gate_share,34.72,%
synthesis,logic_family,"simple AND/OR/NAND/NOR gates",
floorplan,ios,4,
floorplan,die_h,80,µm
floorplan,core_area,3416,µm²
sta,worst_pin_slew,169.0,ps
setup_path,cp.arrival,920,ps
sta,max_freq,896.1,MHz
finish,layout-drive-gt1-share,41.38,%
clocking,clockBufferDepth,2,
sta,slew_violations,0,
routing,dr.pass1.iters,4,
grt,gr-usage-all-layers,1.530,%
pwr,finalPower,0.3602,mW
clocking,cts.reportedPaths.clkPinSlew,40,ps
synthesis,mux_share,0,%
synthesis,yosys_area,180.2,µm²
synthesis,aoi_share,6.944,%
sta,max-slew-margin-rel,88.71,%
clocking,hold_buffers,0,
grt,grt_pass1_wl,752,µm
synthesis,synthesis.area,180.2,µm²
hold_path,hold_start,"reset",
place,portBuffers,3,
setup_path,critPathMaxFanout,2,
outcome,status,"finished, violations left",
floorplan,design.die.area,6400,µm²
setup_path,critPathRequiredTime,800,ps
run,cap_violations,0,
sta,unclocked_regs,3,
sta,unconstrained_endpoints,3,
place,dpl-instance-area,290.3,µm²
floorplan,fp.dieW,80,µm
synthesis,xor_area_share,0,%
synthesis,syn_inst,17,
routing,detail-route-antenna-nets,0,
routing,drt-initial-drc-count,6,
synthesis,adder_share,0,%
routing,viasPerCell,2.187,
hold_path,hp-class,"in2reg",
finish,layout_top_cells,"buf_4 (5), nor2b_1 (4), clkbuf_4 (3), dlxtn_1 (3)",
synthesis,ys_warn_count,1,
clocking,numCtsBuffers,3,
pwr,ir_worst_vdd,0.2113,mV
pwr,cellPowerDensity,1059,nW/µm²
synthesis,ys_ff,6,
sta,finalSetupViolations,1,
setup_path,worstSetupEndpointType,"output pin",
routing,antenna_cells,0,
clocking,cts_tree,"done",
## registers in the layout, indices dropped and copies added (netlist names)
register	cells
current_state	3
next_state	3
## routing by layer
| metal | GRT usage (%) | vias up | routed length, µm |
|---|---|---|---|
| li1 | - | 83 | - |
| met1 | 1.799 | 74 | 214 |
| met2 | 1.525 | 7 | 136 |
| met3 | 2.159 | 0 | 121 |
| met4 | 0.1761 | 0 | 0 |
| met5 | 0 | - | 0 |
## synthesized netlist by cell type
cell,count,area (µm²)
dfxtp_1,3,60.06
o21a_1,1,7.510
dlxtn_1,3,45.04
or3b_1,1,8.760
nor2b_1,4,25.02
nor3b_1,2,15.01
nand3b_1,1,7.510
a21oi_1,1,5.000
and3_1,1,6.260
## critical path, stage by stage (launching register included)
cell and delay [ps]:
dfxtp_2 330, nor3b_4 210, buf_2 140
## cell families (layout without fill, tap and decap cells)
group / after synthesis / count (layout)
latches: 3 / 3
buffers and inverters: 0 / 12
AOI/OAI and AO/OA: 2 / 2
and+or+nand+nor: 9 / 9
DFF: 3 / 3
## layout make-up
class                           count  area [µm²]
Clock buffer                        4       26.28
Sequential cell                     6       107.6
Timing Repair Buffer                8       62.56
Fill cell                         400        3075
Tap cell                           46       57.56
Multi-Input combinational cell     11       86.33
## report_power, final
group	switching, mW	internal, mW
Clock	0.0694	0.150
Sequential	0.00129	0.122
Combinational	0.00605	0.0113
Total	0.0767	0.284
## what timing repair did
action | 4_1_cts | 5_1_grt
endpoints found under the setup margin | 1 | 1
hold endpoints to repair | 0 | 0
setup buffers | 0 | 2
pin swaps | 1 | 0
resized | 8 | 0
## worst max-delay path by stage
| stage | start | endpoint | cells after the start |
|---|---|---|---|
| CTS | current_state[0] | seq_seen | 2 |
| global route | current_state[2] | seq_seen | 2 |
| finish | current_state[0] | seq_seen | 2 |
## through the flow
| stage | setup TNS (ps) | util, % | setup slack, ps | cells |
|---|---|---|---|---|
| final | -115.9 | 9.963 | -115.9 | 75 |
| after global routing | -148.8 | 9.963 | -148.8 | 75 |
| after CTS | -124.6 | 9.524 | -124.6 | 73 |
| after detailed placement | -358.8 | 8.498 | -358.8 | 69 |
| after global placement | -312.4 | 8.498 | -312.4 | 69 |
| after floorplan | 0 | - | 300.2 | 17 |
Power is estimated from default activity; no workload was simulated.
