[run.sh]
#!/bin/bash
# OpenROAD 26Q1-2900-gdf79404cd8, Yosys 0.63+post, stock flow scripts
make -C /OpenROAD-flow-scripts/flow DESIGN_CONFIG=/design/flow/config.mk WORK_HOME=/design/flow/orfs finish
[config.mk]
export PLATFORM = sky130hd
export DESIGN_NAME = mux
export DESIGN_NICKNAME = mux
export VERILOG_FILES = /design/flow/design.v
export SDC_FILE = /design/flow/constraint.sdc
export NUM_CORES = 4
export LEC_CHECK = 1
export CORE_AREA = 10 10 82 82
export DIE_AREA = 0 0 92 92
[constraint.sdc]
current_design mux

set clk_period 1.9
set clk_io_pct 0.2

create_clock -name clk0 -period $clk_period

set non_clock_inputs [all_inputs -no_clocks]
set_input_delay [expr $clk_period * $clk_io_pct] -clock clk0 $non_clock_inputs
set_output_delay [expr $clk_period * $clk_io_pct] -clock clk0 [all_outputs]
[design.v]
module mux(sel,inp0, inp1, inp2, inp3, inp4, inp5, inp6, inp7, inp8,
           inp9, inp10, inp11, inp12, inp13, inp14, inp15, inp16, inp17,
           inp18, inp19, inp20, inp21, inp22, inp23, inp24, inp25, inp26,
           inp27, inp28, inp29, inp30, out);
  input [4:0] sel;
  input [1:0] inp0, inp1, inp2, inp3, inp4, inp5, inp6,
            inp7, inp8, inp9, inp10, inp11, inp12, inp13,
            inp14, inp15, inp16, inp17, inp18, inp19, inp20,
            inp21, inp22, inp23, inp24, inp25, inp26,
            inp27, inp28, inp29, inp30;
  output [1:0] out;
  reg [1:0] out;
  always @(sel or inp0  or inp1 or  inp2 or inp3 or inp4 or inp5 or inp6 or
            inp7 or inp8 or inp9 or inp10 or inp11 or inp12 or inp13 or
            inp14 or inp15 or inp16 or inp17 or inp18 or inp19 or inp20 or
            inp21 or inp22 or inp23 or inp24 or inp25 or inp26 or inp27 or
            inp28 or inp29 or inp30 )
  begin
    case(sel)
      5'b00000: out = inp0;
      5'b00001: out = inp1;
      5'b00010: out = inp2;
      5'b00011: out = inp3;
      5'b00100: out = inp4;
      5'b00101: out = inp5;
      5'b00110: out = inp6;
      5'b00111: out = inp7;
      5'b01000: out = inp8;
      5'b01001: out = inp9;
      5'b01010: out = inp10;
      5'b01011: out = inp11;
      5'b01101: out = inp12;
      5'b01101: out = inp13;
      5'b01110: out = inp14;
      5'b01111: out = inp15;
      5'b10000: out = inp16;
      5'b10001: out = inp17;
      5'b10010: out = inp18;
      5'b10011: out = inp19;
      5'b10100: out = inp20;
      5'b10101: out = inp21;
      5'b10110: out = inp22;
      5'b10111: out = inp23;
      5'b11000: out = inp24;
      5'b11001: out = inp25;
      5'b11010: out = inp26;
      5'b11011: out = inp27;
      5'b11100: out = inp28;
      5'b11101: out = inp29;
      default: out = 0;
    endcase
  end
endmodule
==> out/qor_table.md <==
| Step | Result | This run |
|:---|:---|:---|
| drt | Detailed-routed wire length on met3 | 340 um |
| drt | Routed length on met1 | 1659 um |
| final timing | Unrepaired setup endpoints after global routing | true |
| final timing | Final Max Slew Viols | 0 |
| layout | Final Instance Count excl. Fillers | 258 |
| synthesis | Post-synthesis chip area from yosys | 678.2 um^2 |
| layout | Final core utilization | 0.3693 |
| die | Area inside the core boundary | 5075 um^2 |
| final timing | Final clock period utilization by the worst path | 1.181 |
| synthesis | Part of the Yosys area used for sequential elements | 0 |
| layout | Register Area | 0 um^2 |
| die | Die area | 8464 um^2 |
| final timing | Achievable frequency | 0.4457 GHz |
| outcome | Outcome | finished with violations |
| die | Core utilization at floorplan | 0.1336 |
| placed design | HPWL after DPL | 2968 um |
| setup path | Arrival time of the worst setup path | 1.86 ns |
| synthesis | Post-Synthesis Cells | 95 |
| grt | Remaining global-route overflow | 0 |
| run | Number of max-cap violations | 0 |
| synthesis | Average cell area after synthesis | 7.138 um^2 |
| placed design | Tally of buffers added on design ports | 65 |
| drt | Top Layer Used | met3 |
| drt | Total length of routed wires | 3828 um |
| setup path | Critical path start-end classification | primary input to output port |
| die | Num ports | 69 |
| final timing | Fin worst setup slack | -0.3439 ns |
| power | Static leakage | 0.8401 nW |
| grt | First-pass GRT wire length | 5761 um |
| run | Number of warnings the tools reported | 39 |
| final timing | Worst hold margin | 1.354 ns |
| worst hold path | Hold Startpoint | sel[3] |
| final timing | Slew HR | 0.7903 |
| power | Peak ir drop on the vdd network | 0.00006956 V |
| layout | Total number of sequential cells | 0 |
| drt | Initial DRC count | 80 |
| final timing | Final hold violation count | 0 |
| drt | Routed wire per std cell | 14.84 um |
| placed design | Gp weighted congestion | 0.8765 |
| grt | Number of global-route vias before repair | 1,188 |
| final timing | Fin crit period | 2.244 ns |
| drt | Drt first pass iters | 4 |
| drt | Vias/cell | 4.283 |
| grt | Pin count of the biggest net entering global routing | 19 |
| power | Power density of the placed cells | 197.6 nW/um^2 |
| die | Die width | 92 um |
| synthesis | Cells in synth_stat.txt | 95 |
| final timing | Tightest Pin Transition | 0.3139 ns |
| setup path | Launching element type of the critical path | primary input |
| drt | Via Count | 1,105 |
| synthesis | Distinct lib cells used | 37 |
| grt | Initial antenna violation count | 0 |
| placed design | Placement Cell Area | 1543 um^2 |
| layout | Post-route standard cell area excluding fillers | 1874 um^2 |
| die | Die y size | 92 um |
| setup path | Top fanout value on the critical path | 4 |
| synthesis | Yosys warnings | 1 |
| power | Final total power | 0.3703 mW |
| outcome | Violated checks | negative setup slack |
| drt | Routed wire length on met2 | 1827 um |
| layout | Share of layout cells above drive strength 1 | 0.4096 |
| layout | Tally of clock buffers in the finished layout | 0 |
| drt | Remaining antenna violation count | 0 |
| drt | Count of inserted antenna diode cells | 0 |
| drt | Residual DRC | 0 |
| final timing | Total of endpoints with negative setup slack in the final report | 2 |
| placed design | Number of cells in the design after placement | 242 |
| die | Num rows | 26 |
| setup path | First element of the critical path | sel[0] |
| worst hold path | Worst Hold Class | primary input to output port |
| layout | Layout overhead on the synthesized area | 176.4% |
| setup path | Crit path required time | 1.52 ns |
| clocking | # hold bufs at CTS | 0 |
| grt | GRT Total Usage | 0.08226 |
| synthesis | Post-Syn Area | 678.2 um^2 |
| setup path | Category of the worst setup path capture point | output port |
==> synth_stat cells (all sizes together) (3+ instances only) <==
cell | n | area [um^2]
nand3 | 13 | 65.06
buf | 8 | 47.54
mux2 | 8 | 93.84
mux2i | 6 | 60.06
nand4 | 6 | 37.54
a31oi | 5 | 31.28
nor2b | 5 | 31.28
nor3 | 5 | 25.02
a21oi | 3 | 15.01
clkbuf | 3 | 11.26
nand3b | 3 | 22.52
==> repair_timing <==
action	4_1_cts	5_1_grt
resized	77	35
buffers inserted	13	3
gates cloned	1	0
endpoints found under the setup margin	2	2
pin swaps	17	15
==> critical path: stages <==
cell and delay [ns]:
sky130_fd_sc_hd__buf_8 0.11, sky130_fd_sc_hd__buf_16 0.12, sky130_fd_sc_hd__buf_8 0.12, sky130_fd_sc_hd__buf_6 0.11
sky130_fd_sc_hd__nand2_1 0.05, sky130_fd_sc_hd__nor3_1 0.04, sky130_fd_sc_hd__a31oi_1 0.14, sky130_fd_sc_hd__o2111ai_1 0.11
sky130_fd_sc_hd__or4_1 0.53, sky130_fd_sc_hd__buf_2 0.14
==> layout by cell type (no fill, tap or decap), types with 5 or more instances in the layout <==
cell type and n:
sky130_fd_sc_hd__dlygate4sd2_1 11, sky130_fd_sc_hd__dlymetal6s2s_1 8, sky130_fd_sc_hd__clkdlybuf4s50_1 35, sky130_fd_sc_hd__nand4_1 6, sky130_fd_sc_hd__buf_4 23, sky130_fd_sc_hd__buf_6 13
sky130_fd_sc_hd__a31oi_1 5, sky130_fd_sc_hd__nand3_1 11, sky130_fd_sc_hd__mux2_4 6
==> routing by layer <==
metal / global-route usage / up-vias
met5: 0 / -
met4: 0 / 0
met3: 0.02224 / 0
met2: 0.1412 / 52
met1: 0.1071 / 483
li1: - / 570
==> power breakdown <==
group | total, mW | internal, mW | switching (mW) | leakage (nW)
logic | 0.370 | 0.248 | 0.122 | 0.840
registers | 0 | 0 | 0 | 0
clock network | 0 | 0 | 0 | 0
total | 0.370 | 0.248 | 0.122 | 0.840
==> worst paths after layout <==
path	to	slack, ns	cells after the start
min	out[1]	1.35	5
max	out[0]	-0.34	10
==> stage by stage <==
stage	TNS, ns	setup slack (ns)
6_report	-0.5606	-0.3439
5_1_grt	-0.6539	-0.3791
4_1_cts	-0.5748	-0.3234
3_5_place_dp	-2.197	-1.151
3_3_place_gp	-2.134	-1.115
2_1_floorplan	-0.04591	-0.04591
==> area by class of cell <==
cell class                 instances  area, um^2
fill                             527        3201
multi-input combinational         82       740.7
timing repair buffer             104        1039
tap                               70       87.58
inverter                           2       7.507
==> logic make-up (layout without fill, tap and decap cells) <==
logic type	Yosys count	count (layout)	synth area share
AND-OR/OR-AND	20	20	0.2067
buffers and inverters	13	106	0.09778
multiplexers	16	16	0.2934
AND/OR/NAND/NOR	46	46	0.4022
Power figures rest on the tool's default switching activity, not on a simulated workload.
